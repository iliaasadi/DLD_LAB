==> ./run.sh <==
#!/bin/bash
# OpenROAD 26Q1-2900-gdf79404cd8, Yosys 0.63+post, stock flow scripts
make -C /OpenROAD-flow-scripts/flow DESIGN_CONFIG=/design/flow/config.mk WORK_HOME=/design/flow/orfs finish
==> ./config.mk <==
export PLATFORM = sky130hd
export DESIGN_NAME = sys
export DESIGN_NICKNAME = sys
export VERILOG_FILES = /design/flow/design.v
export SDC_FILE = /design/flow/constraint.sdc
export NUM_CORES = 4
export LEC_CHECK = 1
export CORE_AREA = 10 10 70 70
export DIE_AREA = 0 0 80 80
==> ./constraint.sdc <==
current_design sys

set clk_period 2.3
set clk_io_pct 0.2

create_clock -name clk0 -period $clk_period [get_ports {clk}]

set non_clock_inputs [all_inputs -no_clocks]
set_input_delay [expr $clk_period * $clk_io_pct] -clock clk0 $non_clock_inputs
set_output_delay [expr $clk_period * $clk_io_pct] -clock clk0 [all_outputs]
==> ./design.v <==
`timescale 1ns / 1ps
module reg4bit (
    input clk,
    input en,
    input reset,
    input [3:0] Din,
    output reg [3:0] Dout
);
    always @(posedge clk or posedge reset) begin
        if (reset) begin
            Dout <= 4'b0000;
        end else if (en) begin
            Dout <= Din;
        end
    end
endmodule
`timescale 1ns / 1ps
module sys (
    input clk,
    input Request,
    input reset,
    input Confirm,
    input [3:0] password,
    input [3:0] data_in,
    output reg [2:0] current_state,
    output [3:0] reg_odd,
    output [3:0] reg_even
);
    parameter IDLE = 3'b000,
	ACTIVE = 3'b001, 
	SAVE = 3'b110, 
	TRAP = 3'b111, 
	REQUEST = 3'b101;
    parameter CORRECT_PASSWORD = 4'b0101;
    reg [2:0] next_state;
    reg odd_en, even_en;
    always @(posedge clk or posedge reset) begin
        if (reset)
            current_state <= IDLE;
        else
            current_state <= next_state;
    end
    always @(*) begin
        next_state = current_state;
        odd_en = 0;
        even_en = 0;
        case (current_state)
            IDLE: begin
                if (Request)
                    next_state = ACTIVE;
            end
            ACTIVE: begin
                if (!Request)
                    next_state = IDLE;
                else if (Confirm) begin
                    if (password == CORRECT_PASSWORD)
                        next_state = REQUEST;
                    else
                        next_state = TRAP;
                end
            end
            REQUEST: begin
                if (!Request)
                    next_state = IDLE;
                else if (Confirm)
                    next_state = SAVE;
            end
            TRAP: begin
                if (!Request)
                    next_state = IDLE;
            end
            SAVE: begin
                if (!Request)
                    next_state = IDLE;
                else if (Confirm) begin
                    if (data_in % 2 == 0)
                        even_en = 1;
                    else
                        odd_en = 1;
                end
            end
        endcase
    end
    reg4bit odd_register (
        .clk(clk),
        .reset(reset),
        .en(odd_en),
        .Din(data_in),
        .Dout(reg_odd)
    );
    reg4bit even_register (
        .clk(clk),
        .reset(reset),
        .en(even_en),
        .Din(data_in),
        .Dout(reg_even)
    );
endmodule
==> results.txt <==
The flow run is done. H-tree depth landed at 1. Setup repair after global routing left no endpoint under its margin. Fraction of the core area covered by cells at the end of the flow landed at 0.232.

Upper clock frequency limit landed at 592 MHz. According to the report, the first pass of detailed routing completed in 4 iterations. Cell resize tally after clock tree synthesis landed at 0. Post-route non-filler standard cell count landed at 109.

For reference, the top cells by area after synthesis are dfrtp_1 (56%), mux2_1 (9.2%), nor3_4 (6.6%). Number of vias after detailed routing landed at 369. Buffer levels on the longest clock path landed at 2. Gate count of the mapped netlist landed at 37. The post-synth count of flops with an enable pin is 0. Buffering stage count on the worst path with inverters included landed at 1. According to the I/O placement log, the pin count is 23. Area of the synthesized netlist per yosys stat landed at between 400 and 500 um^2. Number of antenna violations at the first check in global routing landed at 0. Of all cell types, the one taking the most synthesized area is dfrtp_1. The signal on the critical path passes through clkdlybuf4s50_1. Buffers added to address setup during post-CTS repair amount to 0. Leakage component of the power landed at approximately 0.35 nW. TritonCTS reports the number of clock sinks as 11. Entering global routing, the biggest net connects 12 pins. The post-CTS hold buffer count recorded in the log is 0. The global routing report lists combined usage of all routing layers as 0.0346.

Post-layout minimum cycle time landed at 1.69 ns. Worst setup skew after layout landed at 0.00307 ns. In this design, the stage delay of the slowest critical-path cell is approximately 0.52 ns. The number of global-route vias before repair came to approximately 360. Peak ir drop on the vdd network landed at approximately 0.00033 V. Period utilization landed at 0.735. Clock-pin slew reported for the worst setup and hold paths after clock tree synthesis landed at 0.06 ns. Max-cap violations in this run came to 0. Placed wire-length estimate landed at 999 um. After floorplanning, the core was sized to cover between 0.003 and 0.004 mm^2.

The first global-routing pass estimated 1.70 mm of wire. Actual transition at the worst max-transition pin landed at 0.406 ns. The worst setup path is of the flip-flop to primary output kind.

The initial utilization of the core area, before any placement, comes to 0.143. During placement, the flow inserted port buffers numbering 22. The worst setup path is captured at a primary output. Counting tap cells, the placed design contains a total of 105 instances. The commonest cells after synthesis are dfrtp_1 (11), inv_1 (4), mux2_1 (4).

The die covers approximately 0.0064 mm^2. Across all checked pins, the minimum headroom to the slew limit is 0.729. The CTS report gives the tree buffer count as 3. Pins over their slew limit in the final report were tallied at 0.

Per the synth stats, the proportion of register bits with asynchronous set or reset is 1.00. Fraction of post-synthesis cell area in the top cell type by area landed at 0.563. The slowest stage of the critical path is the clkdlybuf4s50_1 cell. Remaining number of nets flagged by the antenna check after routing landed at 0.

Total power normalized to cell area comes to about 870 mW/mm^2. Row generation in the floorplan step produced 21 rows. Count of endpoints failing setup in the final report landed at 0. CTS placed an instance of clkbuf_4 at the clock tree root. In this run the mean area of a mapped cell was 13.2 um^2.

Combined flip-flop and latch cell area landed at 275 um^2. The worst setup path is launched from a flip-flop. Post-synthesis register bit count landed at 11. Distinct cell type count of the synthesized netlist landed at 19. The most used flip-flop cell after synthesis is dfrtp_1.

Number of design rule violations left after detail routing landed at 0. Final-layout fill cell count landed at 367. Aggregate negative setup slack landed at 0 ns.

Number of warnings the tools reported landed at 25. Y dimension of the die landed at 80 um. After detailed routing, the total wire length is 1.17 mm. Grouping stages by cell kind, the critical path spends the most delay in buffers and inverters. The flow ran to the end, and the final reports show no timing, DRC or antenna violations.

Of the cells placed in the final design, the portion with a size suffix greater than 1 is 0.159. Along the worst path, the maximum fanout reaches 7. The synthesis log from Yosys contains 2 warnings. Netlist area before placement landed at ~500 um^2. Clock latency on the worst-skew pair landed at 0.26 ns. TritonCTS built the clock tree. By instance count, the leading cell after synthesis is dfrtp_1. In this run the worst hold path is classified as flip-flop to flip-flop. The global route stage reports its total congestion overflow as 0.

Routed wirelength normalized by instance count landed at 10.7 um. Sequential area share after synthesis landed at 0.563. Die width landed at about 80 um. Layout-stage area growth over the synthesis result landed at 62.1%. Data required time at the worst endpoint landed at between 1.5 and 2 ns. Vias per cell landed at 3.39.

Arrival time reported for the critical path endpoint landed at 1.23 ns. Per the detail_route report, inserted antenna diodes total 0. Area taken by multi-input logic gates landed at 199 um^2. Number of DRC violations after detailed-routing iteration 0 landed at 11. For this design, Yosys synthesis ends with a cell count of 37. Number of hold violations in the final report landed at 0. At the end of routability-driven placement, the weighted congestion stood at just under 0.7.
## registers in the layout, summed over array words and instances (netlist names)
name	count
odd_register.Dout	4
even_register.Dout	4
current_state	3
## layout by cell type (no fill, tap or decap), drive strengths merged
cell / instances
clkdlybuf4s50: 22
dfrtp: 11
mux2: 6
inv: 4
clkbuf: 4
nor3: 2
nand2b: 1
nand3: 1
or2b: 1
a2bb2oi: 1
o32ai: 1
and3: 1
nor2: 1
nand4b: 1
a22o: 1
or2: 1
a21oi: 1
nand2: 1
o21ai: 1
and2b: 1
## final timing paths
check / slack [ns] / cells past startpoint / start / end
max: 0.61 / 1 / current_state[2] / current_state[2]
min: 0.48 / 1 / even_register.Dout[0] / even_register.Dout[0]
max reg2reg: 0.90 / 3 / current_state[0] / even_register.Dout[2]
min reg2reg: 0.48 / 1 / even_register.Dout[0] / even_register.Dout[0]
max in group asynchronous: 1.51 / 2 / reset / current_state[2]
min in group asynchronous: 0.50 / 2 / reset / odd_register.Dout[0]
## report_power, final
part	switching [mW]	internal [mW]
Combinational	0.0679	0.184
Clock	0.0554	0.0668
Sequential	0.0582	0.260
## cell families (layout without fill, tap and decap cells)
| group | count (synthesis) | count (layout) | share of synthesized area |
|---|---|---|---|
| DFF | 11 | 11 | 0.563 |
| and+or+nand+nor | 11 | 11 | 0.194 |
| muxes | 6 | 6 | 0.138 |
| AOI/OAI and AO/OA | 5 | 5 | 0.0742 |
| buffers and inverters | 4 | 30 | 0.0307 |
## metal layers
layer,GRT usage,share of wire
met5,0,0
met4,0,0
met3,0.0318,0.18
met2,0.0417,0.36
met1,0.0464,0.46
## cell type report
| cell class | count | area share |
|---|---|---|
| Clock buffer | 4 | 0.0331 |
| Inverter | 4 | 0.0189 |
| Multi-Input combinational cell | 22 | 0.251 |
| Sequential cell | 11 | 0.347 |
| Tap cell | 46 | 0.0726 |
| Timing Repair Buffer | 22 | 0.278 |
## through the flow
stage	setup WS [ns]	power (mW)	hold WS (ns)	cell area (um^2)
CTS	0.598	0.705	0.492	793
floorplan	1.04	0.394	0.312	489
global route	0.545	0.741	0.505	793
detailed placement	0.406	0.577	0.477	767
finish	0.610	0.692	0.484	793
global placement	0.425	0.572	0.468	767
No activity file was given, so power comes from the tool's default toggle rates.
