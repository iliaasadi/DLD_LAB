<file path="./config.mk">
export PLATFORM = sky130hd
export DESIGN_NAME = decoder4X16
export DESIGN_NICKNAME = decoder4X16
export VERILOG_FILES = /design/flow/design.v
export SDC_FILE = /design/flow/constraint.sdc
export NUM_CORES = 4
export LEC_CHECK = 1
export CORE_AREA = 10 10 70 70
export DIE_AREA = 0 0 80 80
</file>
<file path="./constraint.sdc">
current_design decoder4X16

set clk_period 1.3
set clk_io_pct 0.2

create_clock -name clk0 -period $clk_period

set non_clock_inputs [all_inputs -no_clocks]
set_input_delay [expr $clk_period * $clk_io_pct] -clock clk0 $non_clock_inputs
set_output_delay [expr $clk_period * $clk_io_pct] -clock clk0 [all_outputs]
</file>
<file path="./design.v">
`timescale 1ns / 1ps
module decoder2x4nd(
  input a,
    input b,
    input en,
    output I0,
    output I1,
    output I2,
    output I3
    );
	wire a1 , b1;
	not (a1 , a);
	not (b1 , b);
	and f0(I0 , a1 , b1 , en);
	and f1(I1 , a , b1 , en);
	and f2(I2 , a1 , b , en);
	and f3(I3 , a , b , en);
endmodule
`timescale 1ns / 1ps
module decoder4X16(
	input c,
	input d,
	input d1,
	input c1,
	input en,
    output D0,
    output D1,
    output D2,
    output D3,
    output D4,
    output D5,
    output D6,
    output D7,
    output D8,
    output D9,
    output D10,
    output D11,
    output D12,
    output D13,
    output D14,
    output D15
    );
	wire I0 , I1 , I2 , I3;
	decoder2x4nd g0(d1 , c1 , en ,I0 , I1 , I2 , I3);
	decoder2x4nd g1(d , c , I0 , D0 , D1 , D2 , D3);
	decoder2x4nd g2(d , c , I1 , D4 , D5 , D6 , D7);
	decoder2x4nd g3(d , c , I2 , D8 , D9 , D10 , D11);
	decoder2x4nd g4(d , c , I3 , D12 , D13 , D14 , D15);
endmodule
</file>
<file path="./run.sh">
#!/bin/bash
# OpenROAD 26Q1-2900-gdf79404cd8, Yosys 0.63+post, stock flow scripts
make -C /OpenROAD-flow-scripts/flow DESIGN_CONFIG=/design/flow/config.mk WORK_HOME=/design/flow/orfs finish
</file>
==> results.sh <==
# implementation run metrics
export IMPL_synthCells=23
export IMPL_yosysChipArea_um2=117.6
export IMPL_antenna_found_initial=0
export IMPL_setup_ws_ns=-0.04689
export IMPL_hold_buffers=0
export IMPL_power_switching_uw=43.18
export IMPL_crit_buf_inv=3
export IMPL_netlist_area_um2=117.6
export IMPL_slew_headroom_pct=89.78
export IMPL_n_antenna_cell=0
export IMPL_rsz0062_at_grt="true"
export IMPL_rows=21
export IMPL_wl_um=957
export IMPL_tns_ns=-0.1523
export IMPL_flops=0
export IMPL_area_leaders="nor2_1 (38%), nor3_1 (13%), nand3b_1 (13%)"
export IMPL_critPathMaxFanout=4
export IMPL_arrival_ns=1.09
export IMPL_drive_above_1_share_pct=67.31
export IMPL_drc=0
export IMPL_cp_slowest_cell="or3b_4"
export IMPL_overflow=0
export IMPL_cap_violations=0
export IMPL_netSwitchingFraction_pct=46.82
export IMPL_hp_class="primary input to output pin"
export IMPL_critPathKind="primary input to output pin"
export IMPL_fmax_mhz=742.5
export IMPL_grt_pass1_wl_um=1373
export IMPL_drv_slew=0
export IMPL_worstPathRequired_ns=1.04
export IMPL_synth_top_area_share_pct=38.30
export IMPL_grt_usage_pct=2.563
export IMPL_openroad_warnings=34
export IMPL_routed_via_count=267
export IMPL_gp_congestion=0.7157
export IMPL_finalHoldViolations=0
export IMPL_min_period_ns=1.347
export IMPL_comb_power_share_pct=100.0
export IMPL_peakVddDrop_mv=0.02498
export IMPL_synth_seq_share_pct=0
export IMPL_start_kind="primary input"
export IMPL_status="complete, but fails checks"
export IMPL_clkbuf_count=0
export IMPL_yosysWarnings=0
export IMPL_ys_cells=23
export IMPL_cp_depth=5
export IMPL_seqCellArea_um2=0
export IMPL_ant_nets=0
export IMPL_drtIter0Drc=3
export IMPL_critPathCaptureType="output pin"
export IMPL_critPathCapture="D0"
export IMPL_violations="setup timing"
export IMPL_wl_per_cell_um=9.765
export IMPL_io_pins=21
export IMPL_fp_dieH_um=80
export IMPL_power_frac_seq_pct=0
export IMPL_cp_startpoint="c1"
export IMPL_core_area_um2=3416
export IMPL_grt_max_degree=5
export IMPL_port_buffers=21
export IMPL_pwr_density_cell_nw_per_um2=190.0
export IMPL_critPathTopFamily="simple AND/OR/NAND/NOR gates"
export IMPL_fp_util_pct=3.443
export IMPL_post_place_ws_ns=-0.7528
export IMPL_firstDrtPassIters=2
export IMPL_grt_pass1_vias=272
export IMPL_clkPwrFrac_pct=0
export IMPL_vias_per_cell=2.724
export IMPL_tightest_slew_ns=0.1528
export IMPL_leakagePower_uw=0.0002258
export IMPL_finalCritPeriodShare_pct=103.6
export IMPL_area_growth_pct=312.8
export IMPL_power_internal_uw=49.04
export IMPL_largest_area_cell="nor2_1"
export IMPL_dieWidth_um=80
export IMPL_synth_area_per_cell_um2=5.114
export IMPL_setup_violations=5
export IMPL_synth_cell_type_count=8
export IMPL_dpl_hpwl_um=746.6
export IMPL_cp_cell_sequence="buf_8 -> or3b_4 -> buf_6 -> nor3_2 -> buf_2"
export IMPL_die_area_um2=6400
export IMPL_cpPeakStageDelay_ns=0.40
## power groups by stage
| stage | registers, uW | clock network (uW) | logic, uW |
|---|---|---|---|
| after global routing | 0 | 0 | 100 |
| final | 0 | 0 | 92.2 |
| after CTS | 0 | 0 | 81.0 |
## stage by stage
stage               instance area [um2]  hold slack (ns)  total power, uW  instances  util (%)
floorplan                         117.6           0.5327            16.17         23         -
global placement                  400.4            1.578            62.92         92     11.72
detailed placement                400.4            1.581            63.67         92     11.72
CTS                               447.9           0.8749            80.96         98     13.11
global route                      485.5           0.9277            100.2         98     14.21
finish                            485.5           0.8986            92.22         98     14.21
## synth_stat cells
cell type  number
nand2_1         1
nor2_1         12
nor3_2          1
nor3_1          3
nand2b_1        2
or3b_4          1
nand3b_1        2
nand3_1         1
## what timing repair did
action,in CTS,in global routing
gates resized,69,11
pin swaps,12,5
setup endpoints to repair,16,9
setup buffers,6,1
## how the worst min path moves through the flow
stage | depth (start not counted) | slack, ns | from | endpoint
final | 4 | 0.90 | c | D2
after CTS | 4 | 0.87 | c | D2
after global routing | 4 | 0.93 | d | D3
## routing by layer
layer  up-vias  part of all wire, %  global-route usage (%)
li1        135                    -                       -
met1       118                   35                   2.703
met2        14                   48                   4.735
met3         0                   16                   1.250
met4         0                    0                       0
met5         -                    0                       0
## layout by cell type, fill, tap and decap left out, types with 2 or more instances in the layout
cell type      count
buf_4              8
nor2_4             4
nand2b_4           2
dlygate4sd2_1      7
nand3b_1           2
nor3_2             4
buf_2              8
buf_6              3
nor2_1             7
## cells by family after synthesis
kind of cell,Yosys count,share of synthesized area (%)
and+or+nand+nor,23,99.98
## cell type report
cell class	instances	area, um2
Tap cell	46	57.56
Multi-Input combinational cell	23	200.2
Timing Repair Buffer	29	227.7
Fill cell	392	2930
Power figures rest on the tool's default switching activity, not on a simulated workload.
