===== design/flow/config.mk =====
export PLATFORM = sky130hd
export DESIGN_NAME = main
export DESIGN_NICKNAME = main
export VERILOG_FILES = /design/flow/design.v
export SDC_FILE = /design/flow/constraint.sdc
export NUM_CORES = 4
export LEC_CHECK = 1
export CORE_AREA = 10 10 112 112
export DIE_AREA = 0 0 122 122

===== design/flow/constraint.sdc =====
current_design main

set clk_period 3.8
set clk_io_pct 0.2

create_clock -name clk0 -period $clk_period [get_ports {clkin}]

set non_clock_inputs [all_inputs -no_clocks]
set_input_delay [expr $clk_period * $clk_io_pct] -clock clk0 $non_clock_inputs
set_output_delay [expr $clk_period * $clk_io_pct] -clock clk0 [all_outputs]

===== design/flow/design.v =====
`timescale 1ns / 1ps
module BCDcounter (
	input q0 , input q1 ,input q2,
	output [4:0] SEG_SEL,
	output reg [7:0]SEG_DATA);
	always @(*)
	begin
	 if(q0 == 0 & q1 == 0 & q2 ==0 )
	 SEG_DATA = 8'b01111111;
	 else if (q0 == 1 & q1 == 0 & q2 ==0 )
	 SEG_DATA = 8'b00000110;
	 else if (q0 == 0 & q1 == 1 & q2 ==0 )
	 SEG_DATA = 8'b01011011;
	 else if (q0 == 1 & q1 == 1 & q2 ==0 )
	 SEG_DATA = 8'b01001111;
	 else if (q0 == 0 & q1 == 0 & q2 ==1 )
	 SEG_DATA = 8'b01100110;
	 else if (q0 == 1 & q1 == 0 & q2 ==1 )
	 SEG_DATA = 8'b01101101;
	 else if (q0 == 0 & q1 == 1 & q2 ==1 )
	 SEG_DATA = 8'b01111101;
	 else if (q0 == 1 & q1 == 1 & q2 ==1 )
	 SEG_DATA = 8'b00000111;
	end
	assign SEG_SEL= 5'b00001;
endmodule
`timescale 1ns / 1ps
module JKFF(input j , input k , input clk , output reg q , output nq  
    );
	initial begin 
		q = 0;
	end
	assign nq = ~q ;
	always @ (negedge clk) begin
		case ({j , k})
		2'b00 : q <= q;
		2'b01 : q <= 1'b0;
		2'b10 : q <= 1'b1;
		2'b11 : q <= ~q;
		endcase
		end
endmodule
`timescale 1ns / 1ps
module clkcounter ( input clk_in, output reg clk_out );
	initial begin 
	clk_out = 0;
	end 
	reg [25:0] counter = 0;
	always @ (negedge clk_in)
	begin
	if (counter == 20000000 - 1)
		begin
		counter <= 0;
		clk_out <= ~ clk_out;
		end
	else
		begin
		counter <= counter + 1;
		end
	end
endmodule
`timescale 1ns / 1ps
module main(input ud ,input clkin  ,output  [4:0] SEG_SEL , output  [7:0]SEG_DATA
    );
	 wire clk;
	 wire q0 ,q1 , q2 ;
	clkcounter clk1(clkin , clk);
	seqqq seqqq1(clk , ud , q0 , q1 , q2);
	BCDcounter BCDcounter1(q0 , q1 , q2 ,SEG_SEL , SEG_DATA);
endmodule
`timescale 1ns / 1ps
module seqqq( input clk , input ud , output q0, output q1, output q2
    );
	wire nud  ,nq0  , nq1 , r , r1 ,s ,s1 ,nq2 , jk1 , jk2 ;
	JKFF ff0(.j(1'b1) , .k(1'b1) , .clk(clk) , .q(q0) , .nq(nq0));
	  and #10 (s , q0 , ud);
	  not #10 (nud ,ud);
	  and #10 (s1 , nq0 , nud);
	  or #10 (jk1 , s1 , s);
	 JKFF ff1(.j(jk1) , .k(jk1) , .clk(clk) , .q(q1) , .nq(nq1));
	  and #10 (r , q1 , s);
	  and #10 (r1 , nq1 , s1);
	  or #10 (jk2 , r1 , r);
	 JKFF ff2(.j(jk2) , .k(jk2) , .clk(clk) , .q(q2) , .nq(nq2));
endmodule

===== design/flow/run.sh =====
#!/bin/bash
# OpenROAD 26Q1-2900-gdf79404cd8, Yosys 0.63+post, stock flow scripts
make -C /OpenROAD-flow-scripts/flow DESIGN_CONFIG=/design/flow/config.mk WORK_HOME=/design/flow/orfs finish

==> qor.txt <==
Async S/R FF share, synth - 0%
Unrepaired setup endpoints after global routing - false
Final antenna-violating net count - 0
Vias post-DR - 1152
Clk root buf - clkbuf_8
Vias in the first global route - 1156
Ys flop type - dfxtp_1
Yosys cell count - 163
Post-layout min period - 2160 ps
Layout Skew - 15.4 ps
Endpoints left unconstrained - 19
IO buf count - 8
Die Height - 122 µm
Count of cell types in the netlist - 37
Worst-Skew Late Latency - 340 ps
Diode count - 0
Yosys Chip Area - 0.00153 mm²
Clock power frac - 47.2%
Crit path kind - flip-flop to flip-flop
Routed WL - 2.56 mm
WP data required - 5970 ps
Status - finished clean
Switch Pwr - 0.155 mW
CTS clk-pin slew, worst paths - 40 ps
Critical Path Fanout Max - 7
Post-layout util - 18.8%
Resized cells post-CTS - 0
Gate power share - 0.6%
VDD IR-drop max - 0.125 mV
Post-Syn Area per Cell - 9.37 µm²
Crit. End Element - flip-flop
Top Ports - 15
Crit start category - flip-flop
Pwr Density - 288 mW/mm²
Crit share post-route - 56.9%
Register area - 736 µm²
Post-route DRC - 0
Flops & latches, synth - 37
CTS tree - yes
Pin count of the biggest net entering global routing - 15
Chip width - 122 µm
Internal - 0.400 mW
Worst-case clock buffer depth - 2
Setup WS pre-CTS - 1640 ps
Share of cells above drive strength 1 - 5.85%
Global route overflow - 0
Hold Buf Count CTS - 0
Initial Util - 14.9%
Post-synth EDFFs - 3
Initial antenna violation count - 0
# Post-CTS Setup Buffers - 0
Die ar. - 0.0149 mm²
Num CTS Buffers - 3
Yosys top cell by area - dfxtp_1
Top area cell types - dfxtp_1, dlxtn_1, xor2_1, edfxtp_1, xnor2_1
Sequential power share - 52.2%
Register pins left without a clock - 10
Post-Synthesis Cell Area - 0.00153 mm²
CTS H-tree lvls - 1
Area Overhead vs Synth - 26.0%
Slew Limit Fails - 0
Critical Path AT - 4330 ps
1st-iter DRT viols - 39
Final setup vio count - 0
Vias/cell - 3.38
Post-DP HPWL - 1.84 mm
Iteration count of the initial detailed-routing pass - 3
Tool warnings - 53
Final Hold Fails - 0
Leak - 0.849 nW
Wirelength per Cell - 7.50 µm
First-pass GRT wire length - 4.64 mm
Yosys warning total - 3
Post-synthesis cell count - 163
Fmax achieved - 463 MHz
Std-Cell Rows - 37
Total of max-cap violations - 0
Final setup margin - 1640 ps
Fin Setup TNS - 0 ps
GPL Wtd Cong - 0.826
Worst hold path class - flip-flop to flip-flop
Total GRT Usage - 3.53%
Switch share - 27.9%
Gate Area - 743 µm²
Top cell area share - 35.4%
CORE AREA - 0.0102 mm²
Fillers - 1093
==> kinds of logic (layout without fill, tap and decap cells) <==
logic type               after synthesis  after routing  share of synthesized area, %
buffers and inverters                 19             50                          6.31
other                                  2             13                         0.492
multiplexers                           1              1                         0.737
adder cells (fa/ha/maj)                3              3                          2.46
AND/OR/NAND/NOR                       69             69                          25.4
flip-flops                            30             30                          41.3
AND-OR/OR-AND                         11             11                          4.42
latches                                7              7                          6.88
XOR/XNOR                              21             21                          12.0
==> metrics by stage <==
stage,hold slack [ps],std cells,area (µm²),power (mW)
finish,468,341,1920,0.555
global route,506,341,1920,0.605
CTS,468,341,1920,0.573
detailed placement,450,311,1780,0.342
global placement,450,311,1780,0.342
floorplan,434,174,1570,0.344
==> cell usage after synthesis (3+ instances only) <==
cell and n:
a21oi_1 4, buf_4 6, dfxtp_1 27, dlxtn_1 7
edfxtp_1 3, ha_1 3, inv_1 10, nand2_1 12
nand3_1 6, nand4_1 7, nor2_1 15, nor2b_1 3
nor3_1 4, nor4_1 5, o21ai_0 3, xnor2_1 10
xor2_1 11
==> state kept, by name (all words and copies together) (netlist names) <==
signal	cells
BCDcounter1.SEG_DATA	7
clk1.clk_out	1
clk1.counter	26
seqqq1.ff0.q	1
seqqq1.ff1.q	1
seqqq1.ff2.q	1
==> per-layer routing <==
| layer | up-vias | GRT usage, % | routed length (µm) |
|---|---|---|---|
| met5 | - | 0 | 0 |
| met4 | 0 | 1.71 | 36 |
| met3 | 4 | 1.46 | 152 |
| met2 | 16 | 5.18 | 1040 |
| met1 | 507 | 4.40 | 1320 |
| li1 | 625 | - | - |
==> cell type report <==
type	instances	area share [%]
timing repair buffer	10	4.94
clock buffer	3	2.15
multi-input combinational	118	38.6
clock inverter	28	5.46
sequential	37	38.2
inverter	9	1.76
tap	136	8.84
==> power by group through the flow <==
stage	registers, mW	clock network (mW)	logic (mW)
4_1_cts	0.289	0.281	0.00358
6_report	0.289	0.262	0.00324
5_1_grt	0.288	0.312	0.00419
==> cell usage in the layout, fill, tap and decap left out, types with 3 or more instances in the layout <==
master,n
nor2b_1,3
nand2_1,12
dlxtn_1,7
xnor2_1,10
edfxtp_1,3
a21oi_1,4
nand4_1,7
dfxtp_1,27
nor2_1,15
nand3_1,6
conb_1,13
o21ai_0,3
nor3_1,4
inv_1,37
clkdlybuf4s50_1,8
nor4_1,4
ha_1,3
clkbuf_8,3
xor2_1,11
==> path summary, 6_finish.rpt <==
path / slack (ps) / cells after the start / from / to
worst min register to register: 470 / 1 / clk1.counter[0] / clk1.counter[0]
worst max register to register: 1640 / 5 / clk1.counter[0] / clk1.counter[24]
worst max-delay path: 1640 / 5 / clk1.counter[0] / clk1.counter[24]
worst min-delay path: 470 / 1 / clk1.counter[0] / clk1.counter[0]
==> critical path, stage by stage (launching register included) <==
cell	delay [ps]
dfxtp_1	380
ha_1	210
nand3_1	190
or4_1	650
or4_1	540
a21oi_1	140
Power is estimated from default activity; no workload was simulated.
